**design.v**
```verilog
module UART_Module(
  input        clk,
  input        tx_ctr,
  input        rst,
  input        Rx,        
  output       Tx,        
  output [7:0] data,       
  output reg [7:0] tx_data
);
  reg        clkn=0;          
  reg [7:0] fixed_data;  
  reg [31:0] counter = 0;   
  reg [31:0] countbyte=0;
  reg [63:0] buff =64'h85;  
  wire stat;
  reg flg=1;
  always @(posedge clk) begin
    counter <= counter + 1;
	 tx_data=fixed_data;
    if (counter == 100000) begin  
      counter <= 1;
		countbyte<=countbyte+1;
      clkn <= ~clkn;
    end
	 if (stat&& flg) begin
		fixed_data<=buff[7:0];
		flg<=0;
	 end 
	 else if (~flg && ~stat) begin
		flg<=1;
	 end
	 end
  UART_tx TX (
    .clk(clkn),
    .data(fixed_data),
    .data_out(Tx),
    .rst_n(rst),     
    .status(stat),
	 .tx_ctr(tx_ctr)
  );
  UART_rx RX (
    .clk(clkn),
    .data_in(Rx),
    .data_out(data),            
    .rst_n(rst)
  );
endmodule
module UART_rx #(
  parameter CLKS_PER_BIT = 16
) (
   input            clk,      
   input            rst_n, 
   input            data_in,   
   output reg [7:0] data_out
);
  parameter IDLE  = 2'b00, START = 2'b01, DATA = 2'b10, STOP = 2'b11;
  reg [7:0]  data_val;
  reg [3:0]  count;         
  reg [15:0] clk_counter;   
  reg [3:0]  filtercount;   
  reg [64:0] data_buffrx;   
  reg [1:0]  STATE = IDLE; 
  reg [3:0]  bitcount;      
  reg        flag = 1;     
  reg        statflag = 1; 
  always @(posedge clk or negedge rst_n) begin
    if (~rst_n) begin
      count <= 0;
      bitcount <= 0;
      statflag <= 0;
		data_out<=0;
    end else begin
      case (STATE)
        IDLE: begin
          if (data_in==0) begin
            STATE <= START;  
				clk_counter<=0;
          end
        end
        START: begin
			 clk_counter <= clk_counter + 1;
          if (data_in == 0 && clk_counter == CLKS_PER_BIT/2 -1) begin
            STATE <= DATA;
            bitcount <= 0;
				clk_counter<=0;
				data_val<=8'h00;
			 end
			 else if (data_in == 1 && clk_counter == CLKS_PER_BIT/2 -1) begin 
				STATE <= IDLE;
			 end
        end
        DATA: begin
          clk_counter <= clk_counter + 1;
          if (data_in && clk_counter == CLKS_PER_BIT) begin
            data_val <= {1'b1, data_val[7:1]};
				clk_counter<=0;
				bitcount <= bitcount + 1;
          end
			 else if (data_in==0 && clk_counter == CLKS_PER_BIT)begin
				data_val <= {1'b0, data_val[7:1]};
				clk_counter<=0;
				bitcount <= bitcount + 1;
          end
          if (bitcount > 7) begin
            STATE <= STOP;
            clk_counter <= 0;
          end
        end
        STOP: begin
          if (data_in && clk_counter == CLKS_PER_BIT) begin
					data_out<=data_val;
					STATE <= IDLE;
			 end 
			 else if (data_in==0 && clk_counter == CLKS_PER_BIT) begin
					STATE <= IDLE;
			 end 
            clk_counter <= clk_counter + 1;
          end 
        default: STATE <= IDLE;
      endcase
    end
  end
endmodule
module UART_tx (
  input        clk,       
  input        rst_n,      
  input [7:0]  data,       
  output reg   data_out,   
  output reg   status,
  input        tx_ctr
);
  parameter IDLE  = 2'b00, START = 2'b01, DATA = 2'b10, STOP = 2'b11;
  parameter CLKS_PER_BIT = 16;
  parameter CLKSidel = 50;
  reg [7:0]  data_buff=0;      
  reg        curr_stat;        
  reg [19:0] clk_counter;      
  reg [1:0]  STATE = IDLE;     
  reg [3:0]  bit_index = 0;    
  always @(posedge clk or negedge rst_n) begin
    if (!rst_n) begin
      data_out    <= 1;         
      data_buff   <= data;   
      clk_counter <= 0; 
		status      <= 1;
    end else begin
      case (STATE)
        IDLE: begin
          if (clk_counter < CLKSidel ) begin
            data_out    <= 1;    
            data_buff   <= data; 
				clk_counter <= clk_counter +1;
				status		<=1;
          end else begin
            STATE 		<= START;
            status		<= 0;
				clk_counter <= 0;
          end
        end
        START: begin
          if (clk_counter < CLKS_PER_BIT-1) begin
            data_out    <= 0;   
				data_buff   <= data;
            clk_counter <= clk_counter + 1;
          end else begin
            clk_counter <= 0;
            STATE 		<= DATA;
            bit_index 	<= 0;  
          end
        end
        DATA: begin
          if (bit_index < 8) begin
            STATE <= DATA;
            if (clk_counter < CLKS_PER_BIT-1) begin
              data_out 		<= data_buff[0];    
              clk_counter  <= clk_counter + 1;
            end else begin
              data_buff 	<= data_buff >> 1;  
              clk_counter  <= 0;
              bit_index 	<= bit_index + 1;
            end
          end else begin
            STATE <= STOP;   
            clk_counter <= 0;
          end
        end
        STOP: begin
          if (clk_counter < CLKS_PER_BIT-1) begin
            data_out 	<= 1;      
            STATE 		<= STOP;
            clk_counter <= clk_counter + 1;
          end else begin
            data_out <= 1;   
            STATE 	<= IDLE;
				status	<=1;
          end
        end
        default: STATE <= IDLE;
      endcase
    end
  end
endmodule
```
**run.sh**
```bash
#!/bin/bash
# OpenROAD 26Q1-2900-gdf79404cd8, Yosys 0.63+post, stock flow scripts
make -C /OpenROAD-flow-scripts/flow DESIGN_CONFIG=/design/flow/config.mk WORK_HOME=/design/flow/orfs finish
```
**config.mk**
```make
export PLATFORM = sky130hd
export DESIGN_NAME = UART_Module
export DESIGN_NICKNAME = UART_Module
export VERILOG_FILES = /design/flow/design.v
export SDC_FILE = /design/flow/constraint.sdc
export NUM_CORES = 4
export LEC_CHECK = 1
export CORE_UTILIZATION = 50
```
**constraint.sdc**
```tcl
current_design UART_Module

set clk_period 5.4
set clk_io_pct 0.2

create_clock -name clk0 -period $clk_period [get_ports {clk}]

set non_clock_inputs [all_inputs -no_clocks]
set_input_delay [expr $clk_period * $clk_io_pct] -clock clk0 $non_clock_inputs
set_output_delay [expr $clk_period * $clk_io_pct] -clock clk0 [all_outputs]
```
==> flow_metrics.env <==
# yosys + openroad results
export IMPL_yosysChipArea_um2=5120
export IMPL_finalWirelength_mm=8.18
export IMPL_clkSlewWorstSetupHoldPaths_ns=0.07
export IMPL_netlist_area_um2=5120
export IMPL_drt_iter0_drc=57
export IMPL_rows=36
export IMPL_n_fill_cell=841
export IMPL_unconstrained_endpoints=114
export IMPL_cp_max_fo=10
export IMPL_layout_setup_ws_ns=3.37
export IMPL_end_kind="flop"
export IMPL_crit_type="flop to flop"
export IMPL_grt_pass1_vias=3131
export IMPL_synth_area_top_cells="edfxtp_1 (19%), dfrtp_1 (18%), dfxtp_1 (13%)"
export IMPL_core_area_um2=9860
export IMPL_warnings=36
export IMPL_rr_worst_depth=7
export IMPL_holdBufCountCts=0
export IMPL_crit_path_start_kind="flop"
export IMPL_cts_buffer_depth=2
export IMPL_maxCapViolCount=0
export IMPL_cts_root_buf="clkbuf_8"
export IMPL_min_path_type="flop to flop"
export IMPL_hold_depth=1
export IMPL_numPortBuffers=11
export IMPL_cts_buffers=5
export IMPL_insertion_delay_ns=0.28
export IMPL_synth_edff_count=33
export IMPL_critPathMaxStageDelay_ns=0.59
export IMPL_maxSlewViolCount=0
export IMPL_gp_congestion=0.834
export IMPL_setup_viol=0
export IMPL_power_density_nw_per_um2=84.8
export IMPL_pre_cts_ws_ns=3.40
export IMPL_ff2ff_setup_slack_ns=3.37
export IMPL_drive_above_1_share_pct=6.24
export IMPL_most_common_cell="nor2_1"
export IMPL_flop_cell="dfrtp_1"
export IMPL_whs_endpoint="counter[31]"
export IMPL_yosys_top_cells_count="nor2_1 (59), dfrtp_1 (37), edfxtp_1 (33)"
export IMPL_slew_headroom_pct=52.6
export IMPL_fp_dieH_um=103
export IMPL_synthToLayoutAreaGrowth_pct=5.79
export IMPL_ys_seq_share_pct=52.0
export IMPL_max_freq_mhz=493
export IMPL_wl_per_cell_um=13.0
export IMPL_largest_area_cell="edfxtp_1"
export IMPL_synth_flops=106
export IMPL_rsz0062_at_grt="no"
export IMPL_fin_crit_ns=2.03
export IMPL_grt_overflow_total=0
export IMPL_critPathTopFamily="simple AND/OR/NAND/NOR gates"
export IMPL_cp_num_buf_inv=1
export IMPL_vias_per_cell=5.40
export IMPL_grt_max_degree=74
export IMPL_cp_slowest_cell="nor3_2"
export IMPL_skew_ns=0.00681
export IMPL_synth_top_area_share_pct=19.4
export IMPL_worstPathCellList="inv_1 > ha_1 > nor4b_1 > nand2_1 > nor3_2 > o21ai_0 > a22o_1"
export IMPL_worst_ep_arrival_time_ns=2.21
export IMPL_final_hold_violation_count=0
export IMPL_grt_usage_pct=16.8
export IMPL_synth_cell_types=53
export IMPL_cts_resized=0
export IMPL_first_pass_iters=4
export IMPL_syn_avg_cell_area_um2=10.5
export IMPL_synthArstFlopShare_pct=38.7
export IMPL_num_antenna_cells=0
export IMPL_unclocked_regs=73
export IMPL_postCtsSetupBuffers=0
export IMPL_ir_drop_uv=168
export IMPL_htree_num_levels=2
export IMPL_worstMarginPinSlew_ns=0.707
export IMPL_yosysWarningCount=4
export IMPL_ys_cells=488
export IMPL_hpwl_mm=5.74
export IMPL_drc=0
export IMPL_finalClockPeriodUsage_pct=37.6
export IMPL_tns_ns=0
export IMPL_r2r_end="counter[16]"
export IMPL_initial_utilization_pct=51.9
export IMPL_dieArea_um2=10700
export IMPL_timing_rr_start="counter[0]"
export IMPL_die_width_um=103
export IMPL_leakage_uw=0.00219
export IMPL_grt_first_pass_wirelength_mm=14.0
export IMPL_min_delay_start="counter[31]"
export IMPL_io_pin_count=21
export IMPL_antenna_found_initial=0
export IMPL_synthCells=488
export IMPL_tritoncts="built"
export IMPL_outcome="complete, no violations"
export IMPL_ant_nets=0
export IMPL_vias=3402
export IMPL_cp_required_ns=5.58
## registers in the layout, summed over array words and instances (netlist names), 2 cells and up, named ones only
signal	flops
counter	32
TX.clk_counter	20
RX.clk_counter	16
RX.data_out	8
RX.data_val	8
TX.data_buff	8
RX.bitcount	4
TX.bit_index	4
TX.STATE	2
## routing by layer
metal	GRT usage, %	up-vias	part of all wire (%)
li1	-	1723	-
met1	27.6	1633	52
met2	27.1	39	45
met3	1.57	7	2.0
met4	0.975	0	0.76
met5	0	-	0
## power by group
part	total (µW)	internal, µW	switching, µW
clock network	200	115	85.4
registers	246	246	0
logic	12.4	2.47	9.91
total	459	364	95.4
## through the flow
step                hold WS, ns  total power [µW]  area, µm²  utilization [%]  std cells
finish                    0.458               459       5420             54.9        630
detailed placement        0.449               265       5320             53.9        622
floorplan                 0.422               259       5140                -        494
global route              0.482               478       5420             54.9        630
global placement          0.445               265       5320             53.9        622
CTS                       0.459               466       5420             54.9        630
## layout make-up
cell class | instances | area (µm²) | share of cell area (%)
clock buffers | 7 | 96.3 | 1.78
clock inverters | 1 | 5.00 | 0.0924
inverters | 19 | 71.3 | 1.32
multi-input cells | 350 | 2290 | 42.2
flip-flops and latches | 106 | 2660 | 49.1
well taps | 133 | 166 | 3.07
repair buffers | 14 | 128 | 2.36
## cells in the final DEF (no fill, tap or decap), types with 9 or more instances in the layout
cell type / n
edfxtp_1: 33
nand4_1: 14
a21oi_1: 11
nor2_1: 59
nand2_1: 29
xor2_1: 20
dfxtp_1: 32
nand3_1: 19
inv_1: 19
dfrtp_1: 37
mux2_2: 9
and3_1: 22
and4_1: 11
xnor2_1: 31
and2_1: 19
clkdlybuf4s50_1: 10
o21ai_0: 13
nor4_1: 10
ha_1: 16
## cell families after synthesis
family / after synthesis / share of synthesized area [%]
fa+ha+maj: 16 / 3.91
other cells: 2 / 0.147
buf+inv: 38 / 3.76
simple gates: 211 / 21.8
flops: 106 / 52.0
xor+xnor: 51 / 8.72
mux: 9 / 1.98
compound gates: 55 / 7.70
## how the worst max path moves through the flow
| stage | from | to | depth (start not counted) |
|---|---|---|---|
| finish | counter[0] | counter[16] | 7 |
| CTS | counter[0] | counter[16] | 7 |
| global route | counter[8] | counter[16] | 5 |
Power is estimated from default activity; no workload was simulated.
